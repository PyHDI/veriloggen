**config.mk**
```make
export PLATFORM = sky130hd
export DESIGN_NAME = top
export DESIGN_NICKNAME = top
export VERILOG_FILES = /design/flow/design.v
export SDC_FILE = /design/flow/constraint.sdc
export NUM_CORES = 4
export LEC_CHECK = 1
export CORE_UTILIZATION = 30
```
**constraint.sdc**
```tcl
current_design top

set clk_period 6.2
set clk_io_pct 0.2

create_clock -name clk0 -period $clk_period [get_ports {clk}]

set non_clock_inputs [all_inputs -no_clocks]
set_input_delay [expr $clk_period * $clk_io_pct] -clock clk0 $non_clock_inputs
set_output_delay [expr $clk_period * $clk_io_pct] -clock clk0 [all_outputs]
```
**design.v**
```verilog
module top
(
  input clk,
  input btnCpuReset,
  input RsRx,
  output RsTx,
  output RsCts,
  input RsRts,
  input [16-1:0] inst_blinkled_sw,
  output [16-1:0] inst_blinkled_led
);
  assign RsCts = 0;
  wire new_CLK;
  assign new_CLK = clk;
  reg RST_X;
  reg RST;
  always @(posedge clk) begin
    RST_X <= btnCpuReset;
    RST <= !RST_X;
  end
  wire inst_blinkled_utx;
  wire inst_blinkled_urx;
  blinkled
  inst_blinkled
  (
    .CLK(new_CLK),
    .RST(RST),
    .sw(inst_blinkled_sw),
    .led(inst_blinkled_led),
    .utx(RsTx),
    .urx(RsRx)
  );
endmodule
module blinkled
(
  input CLK,
  input RST,
  input [16-1:0] sw,
  output reg [16-1:0] led,
  output utx,
  input urx
);
  reg [8-1:0] tx_din;
  reg tx_enable;
  wire tx_ready;
  UartTx
  inst_tx
  (
    .CLK(CLK),
    .RST(RST),
    .din(tx_din),
    .enable(tx_enable),
    .ready(tx_ready),
    .txd(utx)
  );
  wire [8-1:0] rx_dout;
  wire rx_valid;
  UartRx
  inst_rx
  (
    .CLK(CLK),
    .RST(RST),
    .rxd(urx),
    .dout(rx_dout),
    .valid(rx_valid)
  );
  reg [32-1:0] th_blink;
  localparam th_blink_init = 0;
  reg [8-1:0] _tmp_0;
  reg signed [32-1:0] _th_blink_c_6;
  reg signed [32-1:0] _th_blink_data_7;
  localparam th_blink_1 = 1;
  localparam th_blink_2 = 2;
  localparam th_blink_3 = 3;
  localparam th_blink_4 = 4;
  localparam th_blink_5 = 5;
  localparam th_blink_6 = 6;
  localparam th_blink_7 = 7;
  localparam th_blink_8 = 8;
  localparam th_blink_9 = 9;
  localparam th_blink_10 = 10;
  always @(posedge CLK) begin
    if(RST) begin
      th_blink <= th_blink_init;
      _th_blink_c_6 <= 0;
      _th_blink_data_7 <= 0;
      led <= 0;
      tx_enable <= 0;
    end else begin
      case(th_blink)
        th_blink_init: begin
          th_blink <= th_blink_1;
        end
        th_blink_1: begin
          if(1) begin
            th_blink <= th_blink_2;
          end else begin
            th_blink <= th_blink_10;
          end
        end
        th_blink_2: begin
          if(rx_valid) begin
            _tmp_0 <= rx_dout;
          end 
          if(rx_valid) begin
            th_blink <= th_blink_3;
          end 
        end
        th_blink_3: begin
          _th_blink_c_6 <= _tmp_0;
          th_blink <= th_blink_4;
        end
        th_blink_4: begin
          _th_blink_data_7 <= _th_blink_c_6 + sw;
          th_blink <= th_blink_5;
        end
        th_blink_5: begin
          led <= _th_blink_data_7;
          th_blink <= th_blink_6;
        end
        th_blink_6: begin
          tx_din <= _th_blink_data_7;
          tx_enable <= 1;
          th_blink <= th_blink_7;
        end
        th_blink_7: begin
          tx_enable <= 0;
          th_blink <= th_blink_8;
        end
        th_blink_8: begin
          if(tx_ready) begin
            th_blink <= th_blink_9;
          end 
        end
        th_blink_9: begin
          th_blink <= th_blink_1;
        end
      endcase
    end
  end
endmodule
module UartTx
(
  input CLK,
  input RST,
  input [8-1:0] din,
  input enable,
  output reg ready,
  output reg txd
);
  reg [32-1:0] fsm;
  localparam fsm_init = 0;
  reg [9-1:0] _tmp_0;
  reg [13-1:0] _tmp_1;
  localparam fsm_1 = 1;
  localparam fsm_2 = 2;
  localparam fsm_3 = 3;
  localparam fsm_4 = 4;
  localparam fsm_5 = 5;
  localparam fsm_6 = 6;
  localparam fsm_7 = 7;
  localparam fsm_8 = 8;
  localparam fsm_9 = 9;
  localparam fsm_10 = 10;
  localparam fsm_11 = 11;
  always @(posedge CLK) begin
    if(RST) begin
      fsm <= fsm_init;
      _tmp_1 <= 0;
      txd <= 1;
      _tmp_0 <= 0;
      ready <= 1;
    end else begin
      case(fsm)
        fsm_init: begin
          _tmp_1 <= 5207;
          txd <= 1;
          _tmp_0 <= { din, 1'd0 };
          if(enable) begin
            ready <= 0;
          end 
          if(enable) begin
            fsm <= fsm_1;
          end 
        end
        fsm_1: begin
          if(_tmp_1 > 0) begin
            _tmp_1 <= _tmp_1 - 1;
          end else begin
            txd <= _tmp_0[0];
            _tmp_0 <= { 1'd1, _tmp_0[8:1] };
            _tmp_1 <= 5207;
          end
          if(!(_tmp_1 > 0)) begin
            fsm <= fsm_2;
          end 
        end
        fsm_2: begin
          if(_tmp_1 > 0) begin
            _tmp_1 <= _tmp_1 - 1;
          end else begin
            txd <= _tmp_0[0];
            _tmp_0 <= { 1'd1, _tmp_0[8:1] };
            _tmp_1 <= 5207;
          end
          if(!(_tmp_1 > 0)) begin
            fsm <= fsm_3;
          end 
        end
        fsm_3: begin
          if(_tmp_1 > 0) begin
            _tmp_1 <= _tmp_1 - 1;
          end else begin
            txd <= _tmp_0[0];
            _tmp_0 <= { 1'd1, _tmp_0[8:1] };
            _tmp_1 <= 5207;
          end
          if(!(_tmp_1 > 0)) begin
            fsm <= fsm_4;
          end 
        end
        fsm_4: begin
          if(_tmp_1 > 0) begin
            _tmp_1 <= _tmp_1 - 1;
          end else begin
            txd <= _tmp_0[0];
            _tmp_0 <= { 1'd1, _tmp_0[8:1] };
            _tmp_1 <= 5207;
          end
          if(!(_tmp_1 > 0)) begin
            fsm <= fsm_5;
          end 
        end
        fsm_5: begin
          if(_tmp_1 > 0) begin
            _tmp_1 <= _tmp_1 - 1;
          end else begin
            txd <= _tmp_0[0];
            _tmp_0 <= { 1'd1, _tmp_0[8:1] };
            _tmp_1 <= 5207;
          end
          if(!(_tmp_1 > 0)) begin
            fsm <= fsm_6;
          end 
        end
        fsm_6: begin
          if(_tmp_1 > 0) begin
            _tmp_1 <= _tmp_1 - 1;
          end else begin
            txd <= _tmp_0[0];
            _tmp_0 <= { 1'd1, _tmp_0[8:1] };
            _tmp_1 <= 5207;
          end
          if(!(_tmp_1 > 0)) begin
            fsm <= fsm_7;
          end 
        end
        fsm_7: begin
          if(_tmp_1 > 0) begin
            _tmp_1 <= _tmp_1 - 1;
          end else begin
            txd <= _tmp_0[0];
            _tmp_0 <= { 1'd1, _tmp_0[8:1] };
            _tmp_1 <= 5207;
          end
          if(!(_tmp_1 > 0)) begin
            fsm <= fsm_8;
          end 
        end
        fsm_8: begin
          if(_tmp_1 > 0) begin
            _tmp_1 <= _tmp_1 - 1;
          end else begin
            txd <= _tmp_0[0];
            _tmp_0 <= { 1'd1, _tmp_0[8:1] };
            _tmp_1 <= 5207;
          end
          if(!(_tmp_1 > 0)) begin
            fsm <= fsm_9;
          end 
        end
        fsm_9: begin
          if(_tmp_1 > 0) begin
            _tmp_1 <= _tmp_1 - 1;
          end else begin
            txd <= _tmp_0[0];
            _tmp_0 <= { 1'd1, _tmp_0[8:1] };
            _tmp_1 <= 5207;
          end
          if(!(_tmp_1 > 0)) begin
            fsm <= fsm_10;
          end 
        end
        fsm_10: begin
          if(_tmp_1 > 0) begin
            _tmp_1 <= _tmp_1 - 1;
          end else begin
            txd <= _tmp_0[0];
            _tmp_0 <= { 1'd1, _tmp_0[8:1] };
            _tmp_1 <= 5207;
          end
          if(!(_tmp_1 > 0)) begin
            fsm <= fsm_11;
          end 
        end
        fsm_11: begin
          ready <= 1;
          fsm <= fsm_init;
        end
      endcase
    end
  end
endmodule
module UartRx
(
  input CLK,
  input RST,
  input rxd,
  output reg [8-1:0] dout,
  output reg valid
);
  reg [32-1:0] fsm;
  localparam fsm_init = 0;
  reg [9-1:0] _tmp_0;
  reg [13-1:0] _tmp_1;
  localparam fsm_1 = 1;
  localparam fsm_2 = 2;
  localparam fsm_3 = 3;
  localparam fsm_4 = 4;
  localparam fsm_5 = 5;
  localparam fsm_6 = 6;
  localparam fsm_7 = 7;
  localparam fsm_8 = 8;
  localparam fsm_9 = 9;
  localparam fsm_10 = 10;
  localparam fsm_11 = 11;
  always @(posedge CLK) begin
    if(RST) begin
      fsm <= fsm_init;
      valid <= 0;
      _tmp_1 <= 0;
      _tmp_0 <= 0;
      dout <= 0;
    end else begin
      case(fsm)
        fsm_init: begin
          valid <= 0;
          _tmp_1 <= 2603;
          _tmp_0 <= { rxd, _tmp_0[8:1] };
          if(rxd == 0) begin
            fsm <= fsm_1;
          end 
        end
        fsm_1: begin
          if(_tmp_1 > 0) begin
            _tmp_1 <= _tmp_1 - 1;
          end else begin
            _tmp_0 <= { rxd, _tmp_0[8:1] };
            _tmp_1 <= 5207;
          end
          if((_tmp_1 == 1) && (rxd != 0)) begin
            fsm <= fsm_init;
          end 
          if(!(_tmp_1 > 0)) begin
            fsm <= fsm_2;
          end 
        end
        fsm_2: begin
          if(_tmp_1 > 0) begin
            _tmp_1 <= _tmp_1 - 1;
          end else begin
            _tmp_0 <= { rxd, _tmp_0[8:1] };
            _tmp_1 <= 5207;
          end
          if(!(_tmp_1 > 0)) begin
            fsm <= fsm_3;
          end 
        end
        fsm_3: begin
          if(_tmp_1 > 0) begin
            _tmp_1 <= _tmp_1 - 1;
          end else begin
            _tmp_0 <= { rxd, _tmp_0[8:1] };
            _tmp_1 <= 5207;
          end
          if(!(_tmp_1 > 0)) begin
            fsm <= fsm_4;
          end 
        end
        fsm_4: begin
          if(_tmp_1 > 0) begin
            _tmp_1 <= _tmp_1 - 1;
          end else begin
            _tmp_0 <= { rxd, _tmp_0[8:1] };
            _tmp_1 <= 5207;
          end
          if(!(_tmp_1 > 0)) begin
            fsm <= fsm_5;
          end 
        end
        fsm_5: begin
          if(_tmp_1 > 0) begin
            _tmp_1 <= _tmp_1 - 1;
          end else begin
            _tmp_0 <= { rxd, _tmp_0[8:1] };
            _tmp_1 <= 5207;
          end
          if(!(_tmp_1 > 0)) begin
            fsm <= fsm_6;
          end 
        end
        fsm_6: begin
          if(_tmp_1 > 0) begin
            _tmp_1 <= _tmp_1 - 1;
          end else begin
            _tmp_0 <= { rxd, _tmp_0[8:1] };
            _tmp_1 <= 5207;
          end
          if(!(_tmp_1 > 0)) begin
            fsm <= fsm_7;
          end 
        end
        fsm_7: begin
          if(_tmp_1 > 0) begin
            _tmp_1 <= _tmp_1 - 1;
          end else begin
            _tmp_0 <= { rxd, _tmp_0[8:1] };
            _tmp_1 <= 5207;
          end
          if(!(_tmp_1 > 0)) begin
            fsm <= fsm_8;
          end 
        end
        fsm_8: begin
          if(_tmp_1 > 0) begin
            _tmp_1 <= _tmp_1 - 1;
          end else begin
            _tmp_0 <= { rxd, _tmp_0[8:1] };
            _tmp_1 <= 5207;
          end
          if(!(_tmp_1 > 0)) begin
            fsm <= fsm_9;
          end 
        end
        fsm_9: begin
          if(_tmp_1 > 0) begin
            _tmp_1 <= _tmp_1 - 1;
          end else begin
            _tmp_0 <= { rxd, _tmp_0[8:1] };
            _tmp_1 <= 5207;
          end
          if(!(_tmp_1 > 0)) begin
            fsm <= fsm_10;
          end 
        end
        fsm_10: begin
          if(_tmp_1 > 0) begin
            _tmp_1 <= _tmp_1 - 1;
          end else begin
            _tmp_0 <= { rxd, _tmp_0[8:1] };
            _tmp_1 <= 5207;
          end
          if(!(_tmp_1 > 0)) begin
            fsm <= fsm_11;
          end 
        end
        fsm_11: begin
          valid <= 1;
          dout <= _tmp_0[8:0];
          fsm <= fsm_init;
        end
      endcase
    end
  end
endmodule
```
**run.sh**
```bash
#!/bin/bash
# OpenROAD 26Q1-2900-gdf79404cd8, Yosys 0.63+post, stock flow scripts
make -C /OpenROAD-flow-scripts/flow DESIGN_CONFIG=/design/flow/config.mk WORK_HOME=/design/flow/orfs finish
```
==> results.py <==
# Metrics from the implementation run
metrics = {
    "status": {
        "status": "complete, no violations",
    },
    "floorplan": {
        "core_region_area_um2": 19700,
        "fp.dieArea_um2": 21000,
        "fp.dieW_um": 145,
        "ioPinCount": 38,
        "die_height_um": 145,
        "rows": 51,
        "initial_utilization_pct": 31.0,
    },
    "route": {
        "total_detailed_routing_wirelength_mm": 12.0,
        "route.vias.total": 4512,
        "post_drt_wl_per_cell_um": 12.6,
        "initialDrtViolationCount": 243,
        "detail_route.antenna_diodes": 0,
        "routed_via_density": 4.75,
        "drt_drc_violations_left": 0,
        "drt_pass1_iterations": 4,
        "drt.antenna.violating_nets": 0,
    },
    "worst_setup_path": {
        "worstSetupEndpoint": "inst_blinkled._th_blink_data_7[12]",
        "critPathCaptureType": "register",
        "timing.setup.critical_path_class": "primary input to register",
        "critPathRequiredTime_ns": 6.52,
        "cell_count_of_the_worst_reg_to_reg_path": 8,
        "reg2reg_to": "inst_blinkled.inst_tx._tmp_0[6]",
        "worst_setup_path_startpoint": "inst_blinkled_sw[0]",
        "critPathArrivalTime_ns": 3.90,
        "critPathMaxFanout": 4,
        "r2r-start": "inst_blinkled.inst_tx._tmp_1[0]",
        "crit_path_start_kind": "primary input",
        "worst-r2r-setup-slack_ns": 3.56,
    },
    "placed_design": {
        "place_hpwl_mm": 7.78,
        "dpl.cell_count": 918,
        "globalplace.congestion": 0.843,
        "portBuffers": 35,
    },
    "global_routing": {
        "grt_antenna_before_repair": 0,
        "groute.usage.overall_pct": 12.3,
        "congestion_overflow_gr": 0,
        "first_pass_grt_wire_length_mm": 20.3,
        "grt_start_max_net_pins": 53,
        "grt_pass1_vias": 4139,
    },
    "clock_network": {
        "post_cts_buffers": 0,
        "numClockSinks": 148,
        "tritoncts.num_buffers": 17,
        "ctsHoldBuffers": 0,
        "ctsRootBufferMaster": "sky130_fd_sc_hd__clkbuf_16",
        "clkLatencyLatePin_ns": 0.41,
        "cts.htree.levels": 4,
        "cts_tree": "done",
        "clk_transition_reported_paths_ns": 0.06,
        "clock_tree.buffer_depth": 2,
        "post_cts_resized": 0,
    },
    "synthesis": {
        "synth_area_um2": 6120,
        "top_area_share_pct": 43.2,
        "synth.yosys.warnings": 4,
        "ys_cells": 649,
        "post_synth_ao_oa_area_fraction_pct": 12.9,
        "sequential_cell_area_fraction_in_the_yosys_report_pct": 51.0,
        "xor_area_share_pct": 1.29,
        "synthesis.instances": 649,
        "top_area_cell": "sky130_fd_sc_hd__dfxtp_1",
        "synth.avg_cell_area_um2": 9.43,
        "post_synth_mux_area_share_pct": 8.99,
        "yosys.stat.chipArea_um2": 6120,
        "yosys-dominant-comb-family": "simple AND/OR/NAND/NOR gates",
        "synthArstFlopShare_pct": 0,
        "flop_cell": "sky130_fd_sc_hd__dfxtp_1",
        "edf_count": 16,
        "synthMostInstantiatedCell": "sky130_fd_sc_hd__dfxtp_1",
        "synth.cells.most_frequent": "sky130_fd_sc_hd__dfxtp_1, sky130_fd_sc_hd__nor2_1, sky130_fd_sc_hd__mux2i_1",
        "synth.distinct_cells": 60,
        "post_synth_and_or_nand_nor_area_fraction_pct": 19.3,
        "fa_ha_area_share_pct": 2.78,
        "ys_ff": 148,
        "top_cells_by_area": "sky130_fd_sc_hd__dfxtp_1, sky130_fd_sc_hd__mux2i_1, sky130_fd_sc_hd__edfxtp_1",
    },
    "final_timing": {
        "tightest_slew_ns": 0.855,
        "post-route-min-period_ns": 3.57,
        "post-route-period-util_pct": 57.6,
        "setup_viol": 0,
        "max-slew-margin-rel_pct": 42.2,
        "slew_violations": 0,
        "final.setup.tns_ns": 0,
        "clock-skew-final_ns": 0.0103,
        "final_hold_viol_count": 0,
        "max_freq_mhz": 280,
        "grt_setup_unrepaired": "false",
    },
    "pwr": {
        "power_density_nw_per_um2": 284,
        "ir_worst_vdd_mv": 0.198,
        "p_leak_uw": 0.00254,
    },
    "finish": {
        "layout-drive-gt1-share_pct": 6.57,
        "area_growth_from_synthesis_to_final_layout_pct": 17.7,
        "finish.cell_count_without_fillers": 950,
    },
    "flow_run": {
        "log.warning_count": 28,
        "reported_max_cap_violation_count": 0,
    },
    "worst_hold_path": {
        "holdCritPathClass": "register to register",
    },
}
==> worst max-delay path, cell delays in order <==
cell and delay (ns):
sky130_fd_sc_hd__clkdlybuf4s50_1 0.42, sky130_fd_sc_hd__ha_1 0.24, sky130_fd_sc_hd__fa_1 0.43, sky130_fd_sc_hd__a21oi_1 0.20
sky130_fd_sc_hd__o22ai_1 0.13, sky130_fd_sc_hd__o41ai_1 0.71, sky130_fd_sc_hd__nor2_1 0.12, sky130_fd_sc_hd__xnor2_1 0.17
sky130_fd_sc_hd__a211oi_1 0.24
==> logic make-up (layout without fill, tap and decap cells) <==
| family | Yosys count | in the layout |
|---|---|---|
| adders and majority gates | 13 | 13 |
| buffers and inverters | 51 | 87 |
| other | 1 | 1 |
| and+or+nand+nor | 250 | 250 |
| muxes | 55 | 55 |
| DFF | 148 | 148 |
| AOI/OAI and AO/OA | 122 | 122 |
| xor gates and xnor gates | 9 | 9 |
==> area by class of cell <==
cell class	instances	area, um^2
Multi-Input combinational cell	450	2770
Sequential cell	148	3130
Inverter	14	52.6
Fill cell	1943	12500
Tap cell	265	332
Timing Repair Buffer	41	395
Clock buffer	21	440
Clock inverter	11	88.8
==> per-layer routing <==
metal	vias to the layer above	track usage, %	part of all wire [%]
met5	-	0	0
met4	0	1.77	1.8
met3	14	2.18	3.2
met2	64	17.9	43
met1	2091	19.7	52
li1	2343	-	-
==> where the power goes <==
part	internal (uW)	switching, uW	total, uW
sequential	983	18.4	1000
combinational	46.3	76.5	123
clock	546	380	925
==> registers in the layout, indices dropped and copies added (netlist names) <==
| name | cells |
|---|---|
| inst_blinkled.inst_tx._tmp_0 | 9 |
| inst_blinkled.inst_tx.txd | 1 |
| inst_blinkled._tmp_0 | 8 |
| inst_blinkled.tx_enable | 1 |
| RST_X | 1 |
| inst_blinkled.tx_din | 8 |
| inst_blinkled.inst_rx._tmp_0 | 9 |
| inst_blinkled.inst_tx.ready | 1 |
| inst_blinkled.th_blink | 10 |
| inst_blinkled.inst_tx._tmp_1 | 13 |
| inst_blinkled.led | 16 |
| inst_blinkled._th_blink_data_7 | 16 |
| inst_blinkled._th_blink_c_6 | 8 |
| RST | 1 |
| inst_blinkled.inst_rx.fsm | 12 |
| inst_blinkled.inst_rx.valid | 1 |
| inst_blinkled.inst_tx.fsm | 12 |
| inst_blinkled.inst_rx.dout | 8 |
| inst_blinkled.inst_rx._tmp_1 | 13 |
==> worst min path at each step <==
stage	startpoint	slack [ns]	to	depth (start not counted)
after CTS	RST_X	0.35	RST	1
after global routing	RST_X	0.36	RST	1
final	RST_X	0.35	RST	1
==> cell usage in the layout (no fill, tap or decap), types with 3 or more instances in the layout <==
cell,instances
sky130_fd_sc_hd__nor3b_1,8
sky130_fd_sc_hd__o41ai_1,4
sky130_fd_sc_hd__nand2_1,54
sky130_fd_sc_hd__nor4_1,8
sky130_fd_sc_hd__inv_1,14
sky130_fd_sc_hd__a22oi_1,3
sky130_fd_sc_hd__o31ai_1,4
sky130_fd_sc_hd__a311oi_1,3
sky130_fd_sc_hd__dfxtp_1,131
sky130_fd_sc_hd__and3_1,3
sky130_fd_sc_hd__nand4_1,4
sky130_fd_sc_hd__o21ai_0,16
sky130_fd_sc_hd__clkinvlp_4,3
sky130_fd_sc_hd__mux2i_1,55
sky130_fd_sc_hd__nor3_1,19
sky130_fd_sc_hd__xnor2_1,8
sky130_fd_sc_hd__or2_2,3
sky130_fd_sc_hd__clkinv_2,4
sky130_fd_sc_hd__nand2b_1,4
sky130_fd_sc_hd__clkbuf_1,4
sky130_fd_sc_hd__a211oi_1,17
sky130_fd_sc_hd__or3_1,13
sky130_fd_sc_hd__nor2_1,107
sky130_fd_sc_hd__a21o_1,4
sky130_fd_sc_hd__a21oi_1,48
sky130_fd_sc_hd__nand3_1,9
sky130_fd_sc_hd__clkbuf_16,17
sky130_fd_sc_hd__clkdlybuf4s50_1,35
sky130_fd_sc_hd__buf_4,6
sky130_fd_sc_hd__ha_1,12
sky130_fd_sc_hd__nor2b_1,7
sky130_fd_sc_hd__edfxtp_1,16
==> stage by stage <==
step	hold WS [ns]	instance area (um^2)	total power, uW	utilization (%)	setup slack, ns
2_1_floorplan	0.329	6120	1110	-	3.00
3_3_place_gp	0.338	6680	1140	33.9	2.19
3_5_place_dp	0.341	6680	1140	33.9	2.19
4_1_cts	0.355	7210	2070	36.6	2.61
5_1_grt	0.361	7210	2130	36.6	2.31
6_report	0.353	7210	2050	36.6	2.63
Power and IR drop assume default switching activity.
